$ cat ./config.mk
export PLATFORM = sky130hd
export DESIGN_NAME = main
export DESIGN_NICKNAME = main
export VERILOG_FILES = /design/flow/design.v
export SDC_FILE = /design/flow/constraint.sdc
export NUM_CORES = 4
export LEC_CHECK = 1
export CORE_UTILIZATION = 40
$ cat ./constraint.sdc
current_design main

set clk_period 4.0
set clk_io_pct 0.2

create_clock -name clk0 -period $clk_period [get_ports {Clk_in}]

set non_clock_inputs [all_inputs -no_clocks]
set_input_delay [expr $clk_period * $clk_io_pct] -clock clk0 $non_clock_inputs
set_output_delay [expr $clk_period * $clk_io_pct] -clock clk0 [all_outputs]
$ cat ./design.v
module clk_gen(
    input wire run,                                         
    input wire clk_in,                                         
    output reg clk_out,                                         
    output reg select,
    input wire error_control,                                     
    output reg prun
    );
    reg [3:0] tc = 0;                                 
    reg [25:0] max_count = 25_000_000;             
    reg [25:0] counter = 0;
    reg [4:0] n = 0;
    reg set = 0;
    always @(*) prun <= run;
    initial begin
        clk_out <= 0;
        select <= 1;
    end
    always @(posedge clk_in) begin
        if(run) begin
            set <= 1;
            select <= 0;
            tc <= 0;
        end
        else if(n>=20) begin
            tc <= tc+1;
            if(error_control==0) begin
                set <= 0;
                select <= 1;
            end
            else if(error_control==1) begin
                if(tc==3) begin                         
                    set <= 0;
                    select <= 1;
                end
            end
        end
    end
    always @(posedge clk_in) begin
        if(n>=20) n <= 0;                             
        else if((set) && (n<=20)) begin
            if(counter==max_count) begin
                clk_out <= ~clk_out;
                counter <= 0;
                n <= n+1;
            end
            else begin
                counter <= counter+1;
            end
        end
        else begin
            n <= 0;
            clk_out <= 0;
            counter <= 0;
        end
    end
endmodule
module demux(
    input wire [1:0] ss,
    input wire s,
    output reg [3:0] select
    );
    always @(*) begin
        if(ss==2'b00) begin
            select[3] <= 1;
            select[2] <= 1;
            select[1] <= 1;
            select[0] <= s;
        end
        else if(ss==2'b01) begin
            select[3] <= 1;
            select[2] <= 1;
            select[1] <= s;
            select[0] <= 1;
        end
        else if(ss==2'b10) begin
            select[3] <= 1;
            select[2] <= s;
            select[1] <= 1;
            select[0] <= 1;
        end
        else if(ss==2'b11) begin
            select[3] <= s;
            select[2] <= 1;
            select[1] <= 1;
            select[0] <= 1;
        end
    end
endmodule
module main(
    input wire Run,
    input wire Clk_in,
    input wire [7:0] Din,
    output wire Dout,
    output wire [3:0] Select,
    input wire Data_in,
    output wire [7:0] Pout,
    output wire err,
    output wire sclk,
    input wire PGen,
    input wire [1:0] SS,
    output wire SCLK
);
    wire g0,g1,g2,g3;
    wire [7:0] w;
    assign sclk = g0;
    assign err = g1;
    assign SCLK = g0;
    clk_gen CG(
        .run(Run),
        .clk_in(Clk_in),
        .clk_out(g0),
        .select(g3),
        .error_control(g1),
        .prun(g2)
    );
    piso SR(
        .din(w),
        .clk(g0),
        .dout(Dout)
    );
    sipo RS(
        .clk(g0),
        .din(Data_in),
        .pout(Pout),
        .err(g1)
    );
    parity_gen PG(
        .pgin(Din),
        .en(PGen),
        .run(g2),
        .pgout(w)
    );
    demux DMUX(
        .ss(SS),
        .s(g3),
        .select(Select)
    );
endmodule
module parity_gen(
    input wire run,
    input wire en,
    input wire [7:0] pgin,
    output reg [7:0] pgout
    );
    reg [7:0] data_reg = 0;
    initial pgout <= 0;
   always @(*) begin
        data_reg <= pgin;
   end
   always @(*) begin
        if(en==1) begin
            pgout[7] <= data_reg[6];
            pgout[6] <= data_reg[5];
            pgout[5] <= data_reg[4];
            pgout[4] <= data_reg[3];
            pgout[3] <= data_reg[2];
            pgout[2] <= data_reg[1];
            pgout[1] <= data_reg[0];
            pgout[0] <= data_reg[6]^data_reg[5]^data_reg[4]^data_reg[3]^data_reg[2]^data_reg[1]^data_reg[0];
        end
        else begin
            pgout <= pgin;
        end
   end
endmodule
module piso(
    input wire [7:0] din,
    input wire clk,
    output reg dout
    );
    reg signed [4:0] counter = 7;         
    reg [7:0] data_reg = 0;
    initial dout = 0;                     
    always @(posedge clk) begin
        if(counter>=0) begin
            dout <= din[counter];
            counter <= counter-1;
        end
        else if(counter<0) begin
            if(counter==-1) begin
                dout <= 0;
                counter <= counter-1;
            end
            else if(counter==-2) begin
                counter <= 7;
            end
        end
    end
endmodule
module sipo(
    input wire clk,
    input wire din,
    output reg [7:0] pout,
    output reg err
    );
    reg signed [4:0] counter = 7;
    initial pout <= 0;
    initial err <= 0;
    always @(negedge clk) begin
        if(counter>=0) begin
            pout[counter] <= din;
            counter <= counter-1;
        end
        else if(counter<0) begin
            if(counter==-1) begin
                if(din==1) begin
                    err <= 0;
                end
                else if(din==0) begin
                    err <= 1;
                end
                counter = counter-1;
            end
            else if(counter==-2) begin
                counter <= 7;
            end
        end
    end
endmodule
$ cat ./run.sh
#!/bin/bash
# OpenROAD 26Q1-2900-gdf79404cd8, Yosys 0.63+post, stock flow scripts
make -C /OpenROAD-flow-scripts/flow DESIGN_CONFIG=/design/flow/config.mk WORK_HOME=/design/flow/orfs finish
==> impl_metrics.env <==
# flow metrics
export IMPL_highest_ir_drop_seen_on_vdd_v=0.0000979
export IMPL_cp_arrival_ns=2.24
export IMPL_cts_made_buffers=5
export IMPL_post_route_cells_drive_above_1_share_pct=4.23
export IMPL_regToRegEndpoint="CG.counter[7]"
export IMPL_r2r_worst_path_cells=6
export IMPL_lay_top_count="nor2_1"
export IMPL_reg2reg_slack_ns=1.33
export IMPL_synth_lib_cells_used_distinct=55
export IMPL_max_cap_viol_count=0
export IMPL_edf_count=47
export IMPL_number_of_hold_buffers_added_after_cts=0
export IMPL_yosys_cells=351
export IMPL_grt_pass1_vias=2241
export IMPL_p_leak_nw=1.59
export IMPL_antenna_found_initial=0
export IMPL_timing_final_hold_violations=0
export IMPL_post_drt_via_cell_ratio=5.07
export IMPL_power_share_sequential_pct=59.0
export IMPL_yosysWarnings=5
export IMPL_cp_end_kind="output pin"
export IMPL_fmax_mhz=329
export IMPL_unclocked_pins=24
export IMPL_clk_latency_worst_skew_pair_ns=0.29
export IMPL_place_detailed_hpwl_um=4290
export IMPL_whs_endpoint="CG.tc[1]"
export IMPL_yosysChipArea_um2=3510
export IMPL_worst_hold_startpoint="CG.tc[1]"
export IMPL_critical_path_peak_fanout=4
export IMPL_drt_pass1_iter_count=4
export IMPL_gp_routability_congestion=0.795
export IMPL_count_of_endpoints_without_a_timing_constraint=54
export IMPL_fin_tns_setup_ns=0
export IMPL_net_switching_power_w=0.000217
export IMPL_total_power_w=0.000866
export IMPL_placementRows=33
export IMPL_track_usage_pct=15.0
export IMPL_dieWidth_um=95.6
export IMPL_maximum_number_of_pins_on_one_net_before_global_route_repair=30
export IMPL_intPower_w=0.000649
export IMPL_finalSetupViolations=0
export IMPL_gr_total_overflow=0
export IMPL_clock_pin_slew_of_the_registers_on_the_worst_case_setup_and_hold_paths_ns=0.07
export IMPL_synth_top_flop_cell="edfxtp_1"
export IMPL_grt_setup_unrepaired="no"
export IMPL_fin_worst_skew_ns=0.00607
export IMPL_ios=30
export IMPL_h_tree_depth=2
export IMPL_synthCells=351
export IMPL_power_density_nw_per_um2=220
export IMPL_route_vias_total=2450
export IMPL_route_final_wire_length_um=6020
export IMPL_buffer_ports_inserted=29
export IMPL_layout_worst_path_cycle_share_pct=75.9
export IMPL_number_of_drc_violations_after_detailed_routing_iteration_0=138
export IMPL_warnings=33
export IMPL_ys_seq_elements=62
export IMPL_first_pass_grt_wire_length_um=10400
export IMPL_fillerInstances=799
export IMPL_max_clock_path_buffers=2
export IMPL_post_cts_buffers=0
export IMPL_pwr_share_clk_pct=28.7
export IMPL_chipHeight_um=95.6
export IMPL_power_share_combinational_pct=12.3
export IMPL_wl_per_cell_um=12.5
export IMPL_critical_path_reg2reg_startpoint="CG.counter[7]"
export IMPL_max_slew_worst_pin_slew_ns=0.625
export IMPL_route_antenna_remaining_nets=0
export IMPL_tritoncts="yes"
export IMPL_layout_top_cells="nor2_1, edfxtp_1, nand2_1"
export IMPL_whs_path_depth=2
export IMPL_postLayoutCoreUtil_pct=47.3
export IMPL_core_util_floorplan_pct=42.0
export IMPL_max_slew_margin_rel_pct=58.4
export IMPL_class_of_the_worst_hold_path="register to register"
export IMPL_period_needed_ns=3.04
export IMPL_clk_root_buffer_cell="clkbuf_8"
export IMPL_mappedNetlistArea_um2=3510
export IMPL_insertedDiodeCount=0
export IMPL_drt_drc_violations_left=0
export IMPL_status="finished, final reports clean"
export IMPL_area_growth_syn_to_layout_pct=12.5
export IMPL_timing_final_max_slew_violations=0
export IMPL_postSynthAreaPerCell_um2=9.99
export IMPL_power_switching_share_pct=25.1
export IMPL_ys_async_sr_fraction_pct=0
export IMPL_fp_coreArea_um2=8340
export IMPL_critical_path_required_ns=3.20
export IMPL_ctsResizeCount=0
export IMPL_worst_setup_path_start_kind="input port"
export IMPL_dieArea_um2=9150
export IMPL_timing_worst_setup_path_type="input port to output pin"
==> per-stage QoR <==
step	cells	instance area (µm²)	hold slack, ns	setup slack (ns)
2_1_floorplan	354	3520	0.447	1.87
3_3_place_gp	475	3860	0.468	0.957
3_5_place_dp	475	3860	0.470	0.971
4_1_cts	483	3950	0.479	0.955
5_1_grt	483	3950	0.495	0.909
6_report	483	3950	0.475	0.964
==> registers in the layout, summed over array words and instances (netlist names) <==
name         flops
CG.counter      26
RS.pout          8
CG.n             5
RS.counter       5
SR.counter       5
CG.tc            4
DMUX.select      4
CG.clk_out       1
CG.select        1
CG.set           1
RS.err           1
SR.dout          1
==> cell type report <==
type                       count  area [µm²]  area share [%]
clock buffer                   6        72.6            1.84
clock inverter                 2        8.76           0.222
inverter                      22        82.6            2.09
multi-input combinational    255        1650            41.9
sequential                    62        1690            42.9
tap                          105         131            3.33
timing repair buffer          31         305            7.74
==> kinds of logic after synthesis <==
| family | after synthesis | share of synthesized area [%] |
|---|---|---|
| XOR/XNOR | 42 | 10.9 |
| multiplexers | 3 | 0.856 |
| adder cells (fa/ha/maj) | 15 | 5.35 |
| flip-flops | 58 | 46.5 |
| other | 1 | 0.107 |
| buffers and inverters | 37 | 4.92 |
| latches | 4 | 1.71 |
| AND-OR/OR-AND | 32 | 6.53 |
| AND/OR/NAND/NOR | 159 | 23.1 |
==> synth_stat cells, types with 5 or more instances <==
library cell | n | area share [%]
edfxtp_1 | 47 | 40
ha_1 | 15 | 5.4
xnor2_1 | 29 | 7.2
nor2_1 | 54 | 5.8
nor3_1 | 11 | 1.6
inv_1 | 22 | 2.4
and3_1 | 5 | 0.89
nor2b_1 | 7 | 1.2
nand4_1 | 7 | 1.2
o21ai_0 | 5 | 0.71
nand2_1 | 30 | 3.2
dfxtp_1 | 11 | 6.3
nand3_1 | 14 | 2.0
clkbuf_1 | 10 | 1.1
a21oi_1 | 6 | 0.86
a22o_1 | 6 | 1.5
xor2_1 | 12 | 3.0
==> power by group through the flow <==
stage | clock network (W) | logic (W) | registers, W
finish | 0.000249 | 0.000107 | 0.000511
global route | 0.000274 | 0.000119 | 0.000519
CTS | 0.000258 | 0.000109 | 0.000510
==> critical path: stages <==
cell and delay [ns]:
clkdlybuf4s50_1 0.45, or3_1 0.35, dlxtn_1 0.24, clkdlybuf4s50_1 0.39
==> how the worst max path moves through the flow <==
| stage | from | slack, ns | cells past startpoint | end |
|---|---|---|---|---|
| global route | SS[1] | 0.91 | 4 | Select[0] |
| finish | SS[1] | 0.96 | 4 | Select[0] |
| CTS | SS[1] | 0.96 | 4 | Select[0] |
==> routing by layer <==
layer  share of wire [%]  track usage [%]  vias up
met4                0.78             1.12        0
met1                  54             26.9     1143
li1                    -                -     1267
met5                   0                0        -
met2                  42             21.3       35
met3                 3.1             1.70        5
Power and IR drop assume default switching activity.
