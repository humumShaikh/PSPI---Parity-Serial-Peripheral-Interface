[flow/design.v]
module slave(
    input wire [7:0] Pin,         
    output reg Sout,              
    input wire Sin,               
    output reg [7:0] Pout,        
    input wire SS,                
    input wire EN,                
    input wire clkin              
    );
    reg signed [5:0] tcounter = 7;
    reg signed [5:0] rcounter = 7;
    reg parity = 0;
    reg [7:0] data_reg = 0;
    initial begin
        Sout <= 0;
        Pout <= 0;
    end
    always @(posedge clkin) begin                     
        if((SS==0) && (EN==1)) begin
            if(tcounter>=0) begin
                Sout = Pin[tcounter];
                tcounter = tcounter-1;
            end
            else if(tcounter==-1) begin
                Sout = parity;
                tcounter = tcounter-1;
            end
            else if(tcounter==-2) begin
                Sout <= 0;
                tcounter <= 7;
            end
        end
    end
    always @(negedge clkin) begin                     
        if((SS==0) && (EN==1)) begin
            if(rcounter>=0) begin
                Pout[rcounter] = Sin;
                data_reg[rcounter] = Sin;
                parity = ~(^data_reg);
                rcounter = rcounter-1;
            end
            else if(rcounter==-1) begin
                rcounter = rcounter-1;
            end
            else if(rcounter==-2) begin
                parity <= 0;
                rcounter <= 7;
            end
        end
    end
endmodule
[flow/run.sh]
#!/bin/bash
# OpenROAD 26Q1-2900-gdf79404cd8, Yosys 0.63+post, stock flow scripts
make -C /OpenROAD-flow-scripts/flow DESIGN_CONFIG=/design/flow/config.mk WORK_HOME=/design/flow/orfs finish
[flow/config.mk]
export PLATFORM = sky130hd
export DESIGN_NAME = slave
export DESIGN_NICKNAME = slave
export VERILOG_FILES = /design/flow/design.v
export SDC_FILE = /design/flow/constraint.sdc
export NUM_CORES = 4
export LEC_CHECK = 1
export CORE_UTILIZATION = 30
[flow/constraint.sdc]
current_design slave

set clk_period 3.4
set clk_io_pct 0.2

create_clock -name clk0 -period $clk_period [get_ports {clkin}]

set non_clock_inputs [all_inputs -no_clocks]
set_input_delay [expr $clk_period * $clk_io_pct] -clock clk0 $non_clock_inputs
set_output_delay [expr $clk_period * $clk_io_pct] -clock clk0 [all_outputs]
==> reports/qor.yml <==
warnings: 56
drt_first_pass_iters: 4
rr_endpoint: "parity"
ys_sh_simple_pct: 19.6
drive_above_1_share_pct: 20.5
final_cells: 329
hold_viol_final: 0
drc: 0
ys_sh_mux_pct: 7.10
drv_slew: 0
cts_hold_buf: 0
syn-instance-count: 194
status: "finished clean"
rsz0062_at_grt: "no"
tightest_slew_ns: 0.726
worstPathArrival_ns: 1.74
ys_types: 56
xor_area_share_pct: 6.02
yosysSeqAreaShare_pct: 42.9
rr_startpoint: "rcounter[1]"
layout_top_cells: "34 x inv_1, 31 x nand2_1, 30 x edfxtp_1, 14 x o21ai_0, 11 x clkdlybuf4s50_1"
io_buffers: 20
vias_per_cell: 4.79
p_total_uw: 880
ir_drop_mv: 0.219
setup_viol: 0
worst_clock_skew_ns: 0.0574
clk_pin_slew_ns: 0.03
grt_pass1_wl_mm: 6.70
netlist_area_um2: 2100
ys_sh_adder_pct: 4.17
cts_made_buffers: 5
die_h_um: 85.6
die_x_um: 85.6
design.core.area_um2: 6760
cts_tree: "built"
post-dp-hpwl_mm: 2.83
drtIter0Drc: 76
reg2reg_slack_ns: 0.41
startpoint: "Sin"
path_max_fanout: 5
syn-mean-instance-area_um2: 10.8
clockRootBuffer: "clkbuf_8"
grt_antenna_before_repair: 0
edf_count: 30
gp_congestion: 0.813
cap_violations: 0
yosysCellCount: 194
worstRegToRegCells: 11
hold_path_class: "reg2reg"
routed_wl_mm: 3.98
antenna_cells: 0
gr-usage-all-layers_pct: 11.7
ant_nets: 0
worstSetupPathType: "in2reg"
ys.flop_type: "edfxtp_1"
wl_per_cell_um: 12.1
syn_to_final_growth_pct: 24.3
start_kind: "input pin"
num_vias: 1577
cp-endpoint: "parity"
fp_util_pct: 31.1
chip_area_um2: 7330
overflow: 0
hold_depth: 2
compound_area_share_pct: 14.5
grt_pass1_vias: 1485
clk_latency_ns: 0.33
pin_count: 21
max-slew-margin-rel_pct: 51.6
cts_sinks: 30
ys.flops: 30
worstPathRequired_ns: 1.76
place_inst: 295
end_kind: "flip-flop"
powerDensity_nw_per_um2: 337
async_flop_share_pct: 0
clk_path_buf_depth: 2
p_leak_nw: 1.06
ys_warn_count: 1
grt_max_degree: 17
final_common_cell: "inv_1"
logic_family: "simple AND/OR/NAND/NOR gates"
cts.htree.levels: 2
rows: 30
ys_area_um2: 2100
kinds of logic (layout without fill, tap and decap cells):
group           after synthesis  count (layout)
simple gates                 73              73
compound gates               42              42
flops                        30              30
buf+inv                      19              74
xor+xnor                     12              12
mux                          11              11
fa+ha+maj                     7               7
how the worst min path moves through the flow:
stage                    from       to  slack [ns]
after global routing  Pout[3]  Pout[3]        0.58
final                 Pout[1]  Pout[1]        0.55
after CTS             Pout[3]  Pout[3]        0.56
area by class of cell:
cell class / count / area, um^2
clock buffer: 8 / 80.1
multi-input combinational: 145 / 1100
inverter: 11 / 41.3
tap: 80 / 100
fill: 668 / 4150
sequential: 30 / 901
clock inverter: 23 / 86.3
timing repair buffer: 32 / 299
critical path: stages:
cell and delay, ns:
buf_6 0.11, buf_6 0.12, mux2_4 0.29, xnor2_2 0.14, xnor2_1 0.14, xnor3_1 0.22, nor2_1 0.04
cell usage after synthesis (3+ instances only):
library cell,instances,area (um^2)
nand2_1,32,120
edfxtp_1,30,901
xnor2_1,5,43.8
ha_1,7,87.6
xor2_1,5,43.8
nor3_1,5,25.0
nor2_1,9,33.8
mux2_2,7,78.8
a21oi_1,8,40.0
inv_1,12,45.0
o21ai_0,14,70.1
buf_6,3,33.8
and3_1,3,18.8
where the power goes:
group	internal, mW	switching [mW]	leakage (nW)
registers	0.417	0.00956	0.276
logic	0.0454	0.0356	0.626
clock network	0.181	0.191	0.162
total	0.644	0.236	1.06
stage by stage:
stage	worst slack (ns)	hold slack (ns)	instance area, um^2	utilization, %	TNS (ns)
floorplan	-0.226	0.495	2100	-	-0.226
finish	0.0178	0.552	2610	38.6	0
global route	0.00205	0.577	2610	38.6	0
detailed placement	-0.791	0.551	2400	35.5	-8.29
global placement	-0.732	0.546	2400	35.5	-8.11
CTS	-0.0351	0.558	2590	38.4	-0.0351
routing by layer:
metal	vias to the layer above	track usage, %	part of all wire, %
li1	816	-	-
met1	738	18.9	54
met2	23	16.3	43
met3	0	3.32	3.5
met4	0	2.12	0
met5	-	0	0
repair_timing:
item,4_1_cts,5_1_grt
hold endpoints to repair,0,0
buffers inserted,3,0
gates cloned,1,0
pin swaps,1,3
gates resized,16,5
setup endpoints to repair,9,1
No activity file was given, so power comes from the tool's default toggle rates.
